[./config.mk]
export PLATFORM = sky130hd
export DESIGN_NAME = CLKDIVS
export DESIGN_NICKNAME = CLKDIVS
export VERILOG_FILES = /design/flow/design.v
export SDC_FILE = /design/flow/constraint.sdc
export NUM_CORES = 4
export LEC_CHECK = 1
export CORE_AREA = 10 10 70 70
export DIE_AREA = 0 0 80 80
[./constraint.sdc]
current_design CLKDIVS

set clk_period 1.0
set clk_io_pct 0.2

create_clock -name clk0 -period $clk_period [get_ports {clk}]

set non_clock_inputs [all_inputs -no_clocks]
set_input_delay [expr $clk_period * $clk_io_pct] -clock clk0 $non_clock_inputs
set_output_delay [expr $clk_period * $clk_io_pct] -clock clk0 [all_outputs]
[./design.v]
module CLKDIVS(
	input reset,
	input clk,
	output div2,
	output div3,
	output div5
);
	divideby2 divide2(
		.rst_n(reset),
		.clk_rx(clk),
		.clk_tx(div2)
    );
	divide3_mihai divide3(
		.reset(reset),
		.clk(clk),
		.out(div3)
	);
	divide5_mihai divide5(
		.reset(reset),
		.clk(clk),
		.out(div5)
	);
endmodule
module divide3_mihai(
    input reset,
    input clk,
    output out
);
	reg mid_1;
	reg mid_2;
	always @(posedge clk) begin
		if (~reset) begin
        	mid_1 <= 0;
        	mid_2 <= 0;
    	end else begin
			mid_1 <= ~mid_1 & ~mid_2;
			mid_2 <= ~mid_2 | mid_1;
		end
	end
	assign out = (clk & mid_2) | mid_1;	
endmodule
module divide5_mihai(
    input reset,
    input clk,
    output out
);
	reg mid_1, mid_2, mid_3;
	always @(posedge clk) begin
		if (~reset) begin
        	mid_1 <= 0;
        	mid_2 <= 0;
			mid_3 <= 0;
    	end else begin
			mid_1 <= ~mid_2 & mid_3;
			mid_2 <= ~mid_1 & ~mid_3;
			mid_3 <= mid_2;
		end
	end
	assign out = (clk & mid_3) | mid_2;	
endmodule
module divideby2 (
  input      rst_n,
  input      clk_rx,
  output reg clk_tx
);
	always @ (posedge clk_rx) begin
	  if (~rst_n)
	    clk_tx <= 1'b0;
	  else
	    clk_tx <= ~clk_tx;
	end
endmodule
[./run.sh]
#!/bin/bash
# OpenROAD 26Q1-2900-gdf79404cd8, Yosys 0.63+post, stock flow scripts
make -C /OpenROAD-flow-scripts/flow DESIGN_CONFIG=/design/flow/config.mk WORK_HOME=/design/flow/orfs finish
==> run_results.csv <==
group,metric,value,unit
synth,edf_count,0,
pwr,comb_power_share,0.055,
synth,fa_ha_area_frac,0,
pwr,p_clk_frac,0.687,
timing,fin_tns_setup,-0.294,ns
pwr,p_leak,0.181,nW
route,drcViolationCount,0,
route,wire_per_inst,6.13,µm
placed_design,preCtsSetupSlack,-0.228,ns
global_route,grt_use_total,0.0158,
setup_path,arrival,0.98,ns
synth,post-synth-top-count-cell,"dfxtp_1",
clocking,cts_tree,"yes",
die,initial_core_util,0.0575,
die,die_x,80,µm
timing,rsz0062_at_grt,"true",
die,core,0.00342,mm²
timing,hold_violations,0,
clocking,holdBufCountCts,0,
pwr,switchingPower,224,µW
timing,worst_slack,-0.178,ns
route,drtIter0Drc,1,
synth,synth.cellmix.simpleShare,0.274,
die,chip_area,0.00640,mm²
global_route,grt_pass1_wl,821,µm
synth,syn-cell-area,196,µm²
setup_path,cp_max_fo,2,
global_route,gr-total-overflow,0,
timing,max_slew_margin,0.886,
hold_path,hold_class,"flop to flop",
setup_path,r2r_start,"divide3.mid_2",
synth,xor_share,0,
synth,numSynthFlops,6,
placed_design,numPortBuffers,4,
global_route,antenna_found_initial,0,
synth,synth_cell_types,9,
route,drt_first_pass_iters,2,
clocking,clk_pin_slew,0.04,ns
timing,drv_slew,0,
outcome,run_status,"finished with violations",
die,io-pin-count,5,
synth,top_area_frac,0.611,
setup_path,cp.required,0.80,ns
placed_design,place.gp.congestion,0.684,
pwr,netSwitchingFraction,0.215,
synth,synth-compound-area-share,0.0955,
job,cap_violations,0,
synth,top_logic_kind,"simple AND/OR/NAND/NOR gates",
synth,synthCells,16,
synth,syn_area_per_cell,12.3,µm²
die,row_count,21,
timing,setup_viol,4,
clocking,clk_latency,0.34,ns
synth,synth_area_leader_cell,"dfxtp_1",
timing,fin_skew,0.0000344,ns
route,antenna_cells,0,
synth,synthFlopType,"dfxtp_1",
global_route,grt_max_degree,7,
synth,ys_seq_share,0.611,
synth,yosysWarnings,3,
timing,tightest_slew,0.171,ns
pwr,vdd.ir_drop.worst,340,µV
pwr,cellInternalPower,819,µW
synth,yosys-top-cells-count,"6 x dfxtp_1, 2 x nand2_1, 2 x nor3b_2",
placed_design,dp.final_hpwl,311,µm
global_route,grt_pass1_vias,233,
route,routed_via_density,2.35,
hold_path,hp-start,"divide2.clk_tx",
outcome,violations,"negative setup slack",
die,die_h,80,µm
route,wirelength,490,µm
route,postRouteAntennaNets,0,
pwr,power.density,2560,mW/mm²
synth,top_cells_by_area,"dfxtp_1 61%, nor3b_2 13%, a21boi_2 5.7%",
finish,final.fill_count,397,
setup_path,path_class,"clock port to output pin",
synth,yosys_area,196,µm²
setup_path,endpoint_kind,"output pin",
setup_path,start_kind,"clock port",
pwr,seqPwrFrac,0.258,
job,warning_count,32,
synth,ys_cells,16,
finish,drive_gt1_frac,0.706,
synth,mux_share,0,
setup_path,cp-startpoint,"clk",
synth,synthArstFlopShare,0,
finish,syn2layout_area_growth,108,%
route,vias,188,
## layer usage
layer,up-vias,part of all wire,global-route usage
li1,88,-,-
met3,4,0.037,0.0102
met2,8,0.51,0.0161
met5,-,0,0
met1,88,0.37,0.0140
met4,0,0.082,0.0317
## layout make-up
cell class	instances	area, µm²	area share
clock buffer	10	87.6	0.215
inverter	1	3.75	0.00920
multi-input combinational	9	75.1	0.184
sequential	6	124	0.304
tap	46	57.6	0.141
timing repair buffer	8	60.1	0.147
## final timing paths
kind                                  endpoint  slack (ns)  depth (start not counted)
worst max-delay path                      div5       -0.18                          4
worst min register to register  divide2.clk_tx        0.39                          1
worst min-delay path            divide2.clk_tx        0.39                          1
worst max register to register   divide3.mid_1        0.19                          3
## state kept, by name, summed over array words and instances (netlist names)
register        count
divide5.mid_1       1
divide2.clk_tx      1
divide3.mid_1       1
divide3.mid_2       1
divide5.mid_2       1
divide5.mid_3       1
## through the flow
| step | instance area [µm²] | instances | utilization | hold WS, ns | total power, mW |
|---|---|---|---|---|---|
| 6_report | 408 | 80 | 0.119 | 0.390 | 1.04 |
| 5_1_grt | 408 | 80 | 0.119 | 0.407 | 1.11 |
| 4_1_cts | 405 | 80 | 0.119 | 0.395 | 1.02 |
| 3_5_place_dp | 332 | 71 | 0.0971 | 0.404 | 0.381 |
| 3_3_place_gp | 332 | 71 | 0.0971 | 0.396 | 0.378 |
| 2_1_floorplan | 196 | 16 | - | 0.261 | 0.302 |
## power groups by stage
| stage | sequential, mW | clock (mW) | combinational (mW) |
|---|---|---|---|
| finish | 0.269 | 0.717 | 0.0575 |
| CTS | 0.268 | 0.692 | 0.0580 |
| global route | 0.270 | 0.776 | 0.0635 |
## cell families (layout without fill, tap and decap cells)
family	after synthesis	count (layout)
flip-flops	6	6
buffers and inverters	1	19
AND/OR/NAND/NOR	7	7
AND-OR/OR-AND	2	2
## cells in the final DEF, fill, tap and decap left out
master	n
clkdlybuf4s50_1	1
clkbuf_1	1
a21o_1	1
clkbuf_4	4
dfxtp_1	3
a21boi_2	1
clkbuf_8	1
nand2_1	1
nor2b_1	1
dfxtp_2	3
and2_1	1
nand2_2	1
buf_8	2
nor3b_2	2
buf_4	6
buf_2	3
inv_2	1
and3b_1	1
## timing repair
action / 4_1_cts / 5_1_grt
setup endpoints to repair: 5 / 4
buffers inserted: 1 / 0
cloned: 0 / 0
resized: 18 / 2
pin swaps: 2 / 2
## worst max-delay path, stage by stage
cell    delay (ns)
buf_8         0.10
buf_8         0.10
a21o_1        0.16
buf_2         0.11
Power and IR drop assume default switching activity.
